### /design/flow/design.v
module ALU(
    data1_i,
    data2_i,
    ALUCtrl_i,
    data_o,
    Zero_o
);
input signed[31:0] data1_i;
input signed [31:0] data2_i;
input [2:0] ALUCtrl_i;
output reg [31:0] data_o;
output Zero_o;
assign Zero_o = data_o == 0 ? 1 : 0;
always@(data1_i or data2_i or ALUCtrl_i)
begin
case (ALUCtrl_i)
    3'b001: data_o = data1_i + data2_i;
    3'b010: data_o = data1_i - data2_i;
    3'b011: data_o = data1_i * data2_i;
    3'b100: data_o = data1_i & data2_i;
    3'b101: data_o = data1_i ^ data2_i;
    3'b110: data_o = data1_i << data2_i;
    3'b111: data_o = data1_i >>> data2_i[4:0];
    default: data_o = 32'b0;
endcase
end
endmodule
### /design/flow/run.sh
#!/bin/bash
# OpenROAD 26Q1-2900-gdf79404cd8, Yosys 0.63+post, stock flow scripts
make -C /OpenROAD-flow-scripts/flow DESIGN_CONFIG=/design/flow/config.mk WORK_HOME=/design/flow/orfs finish
### /design/flow/config.mk
export PLATFORM = sky130hd
export DESIGN_NAME = ALU
export DESIGN_NICKNAME = ALU
export VERILOG_FILES = /design/flow/design.v
export SDC_FILE = /design/flow/constraint.sdc
export NUM_CORES = 4
export LEC_CHECK = 1
export CORE_UTILIZATION = 30
### /design/flow/constraint.sdc
current_design ALU

set clk_period 22.0
set clk_io_pct 0.2

create_clock -name clk0 -period $clk_period

set non_clock_inputs [all_inputs -no_clocks]
set_input_delay [expr $clk_period * $clk_io_pct] -clock clk0 $non_clock_inputs
set_output_delay [expr $clk_period * $clk_io_pct] -clock clk0 [all_outputs]
==> changes_impl.md <==
### Physical design

- Critical path fanouts, max: 31
- Grt ovf: 0
- First-pass GRT wire length: 145400 µm
- Slowest CP cell: fa_1
- Final hold vios: 0
- CLK BUF: 0
- Number of cells upsized or downsized after cts: 0
- Register area: 0 µm²
- Buffers & Inverters on Critical Path: 7
- Yosys Chip Area: 24580 µm²
- # Cells Yosys: 2931
- Antenna Cells: 0
- Worst Hold Class: in2out
- Share of cells above drive strength 1: 0.06962
- Slowest cell delay on critical path: 0.53 ns
- Initial Utilization: 0.3041
- Top cells, area: fa_1, ha_1, and2_1
- Antenna violations before repair: 2
- Crit end category: output port
- Hold_buf cts: 0
- Cell area after layout: 26680 µm²
- PnR worst setup slack: slightly below 4 ns
- Syn. warnings: 1
- Flops: 0
- Count of tool warnings: 33
- Final Util: 0.3301
- I/O Buffers: 100
- Die W: 288.2 µm
- Worst setup SP type: primary input
- Slew headroom: 0.3845
- Synth Area per Inst: 8.385 µm²
- Final setup violating endpoints: 0
- Fin crit share: 0.8200
- First-pass DRT Iterations: 5
- Crit-path leading delay family: adder cells
- Core area: around 80000 µm²
- Pin count of the biggest net entering global routing: 91
- Period minus WS final: 18.04 ns
- Outcome: finished, final reports clean
- Most common cell on crit path: fa_1
- Initial drt markers: 1374
- Vias in the first global route: 23072
- Fin. max-slew vios: 0
- Post-DR wirelength/cell: around 24 µm
- Sequential share of the synthesized area: 0
- Residual DRC: 0
- GP Congestion: slightly above 1
- FMAX: 55.43 MHz
- Setup repair bufs after CTS: 0
- Max-cap violations: 0
- Placed instance area: ~27000 µm²
- Cell Type Count: 96
- DR vias/cell: 5.443
- P&R area growth vs syn: 8.537%
- Gate Count Post-Synth: 2931
- Critical Path AT: 13.64 ns
- Vias: 21642
- Ports: 100
- Worst Path Required: about 18 ns
- Max-area cell share: 0.3331
- Final ANT Viol Nets: 0
- Kind of critical path: in2out
- Pre-CTS setup slack: about 4 ns
- Hold path cells: 5
- HPWL after DPL: between 70000 and 80000 µm
- GRT Util Overall: 0.2439
- Die Y: slightly below 300 µm
- Post-synth design cell area: 24580 µm²
- Wirelength, routed: 94840 µm
- Sum Neg Setup Slack: 0 ns
- Most common cell in the netlist: inv_1
- Crit path depth: 27
- Die area: 83070 µm²
- Post-synth top area cell: fa_1
- RSZ-0062 raised after global routing: no
- Most instantiated cells after synthesis: inv_1, fa_1, and2_1
- Num rows: 104
- Worst slew pin tran: about 0.9 ns
-- kinds of logic (layout without fill, tap and decap cells) --
| family | Yosys count | count (layout) | synth area share |
|---|---|---|---|
| adder cells (fa/ha/maj) | 623 | 623 | 0.4421 |
| buffers and inverters | 627 | 612 | 0.1005 |
| AND/OR/NAND/NOR | 985 | 985 | 0.2098 |
| XOR/XNOR | 118 | 118 | 0.04205 |
| AND-OR/OR-AND | 414 | 414 | 0.1132 |
| multiplexers | 164 | 164 | 0.09225 |
-- area by class of cell --
cell class                 count  area (µm²)
multi-input combinational   2304       22110
inverter                     420        1577
timing repair buffer         192        1667
fill                        8389       54130
tap                         1060        1326
-- path summary, 6_finish.rpt --
check	from	endpoint	slack [ns]
worst max-delay path	data1_i[12]	Zero_o	3.96
worst min-delay path	data2_i[0]	data_o[2]	9.79
-- tightest hold or removal path, cell delays in order --
cell and delay (ns):
buf_4 0.22, nand2_1 0.10, o21ai_0 0.10, nand2b_1 0.17, clkdlybuf4s50_1 0.40
-- cell usage in the layout, fill, tap and decap left out, types with 34 or more instances in the layout --
cell type,Yosys,layout
inv_1,417,417
nand2_1,280,280
buf_4,8,94
xor2_1,34,34
mux4_2,46,46
nor2_1,138,138
clkdlybuf4s50_1,0,91
a21oi_1,109,109
and2_1,349,349
ha_1,214,214
o21ai_0,72,72
mux2i_1,92,92
xnor2_1,84,84
fa_1,409,409
-- routing by layer --
layer | GRT usage | up-vias | wire (µm)
met5 | 0 | - | 13
met4 | 0.08757 | 2 | 4193
met3 | 0.09234 | 209 | 10750
met2 | 0.3632 | 1166 | 41140
met1 | 0.3301 | 10702 | 38740
li1 | - | 9563 | -
-- stage by stage --
| step | hold slack (ns) | cells |
|---|---|---|
| floorplan | 9.015 | 2931 |
| global placement | 9.787 | 3976 |
| detailed placement | 9.784 | 3976 |
| CTS | 9.789 | 3976 |
| global route | 9.849 | 3976 |
| finish | 9.794 | 3976 |
