<file path="run.sh">
#!/bin/bash
# OpenROAD 26Q1-2900-gdf79404cd8, Yosys 0.63+post, stock flow scripts
make -C /OpenROAD-flow-scripts/flow DESIGN_CONFIG=/design/flow/config.mk WORK_HOME=/design/flow/orfs finish
</file>
<file path="config.mk">
export PLATFORM = sky130hd
export DESIGN_NAME = ID_EX
export DESIGN_NICKNAME = ID_EX
export VERILOG_FILES = /design/flow/design.v
export SDC_FILE = /design/flow/constraint.sdc
export NUM_CORES = 4
export LEC_CHECK = 1
export CORE_AREA = 10 10 219 219
export DIE_AREA = 0 0 229 229
</file>
<file path="constraint.sdc">
current_design ID_EX

set clk_period 1.0
set clk_io_pct 0.2

create_clock -name clk0 -period $clk_period [get_ports {clk_i}]

set non_clock_inputs [all_inputs -no_clocks]
set_input_delay [expr $clk_period * $clk_io_pct] -clock clk0 $non_clock_inputs
set_output_delay [expr $clk_period * $clk_io_pct] -clock clk0 [all_outputs]
</file>
<file path="design.v">
module ID_EX
(
    clk_i,
    pc_i,        
    RS1data_i,   
    RS2data_i,   
    RDaddr_i,    
    sign_ext_i,  
    pc_o,        
    RS1data_o,   
    RS2data_o,   
    RDaddr_o,    
    sign_ext_o,  
    ALUsrc_i,
    ALUOp_i,
    instruction_i,
    ALUsrc_o,
    ALUOp_o,
    instruction_o,
    MemWrite_i,
    MemRead_i,
    MemWrite_o,
    MemRead_o,
    MemtoReg_i,
    RegWrite_i,
    MemtoReg_o,
    RegWrite_o,
    MemStall_i
);
input                   clk_i;
input       [31:0]      pc_i;
input       [31:0]      RS1data_i;   
input       [31:0]      RS2data_i;   
input       [4:0]       RDaddr_i;    
input       [31:0]      sign_ext_i;
output reg  [31:0]      pc_o;
output reg  [31:0]      RS1data_o;   
output reg  [31:0]      RS2data_o;   
output reg  [4:0]       RDaddr_o;    
output reg  [31:0]      sign_ext_o;
input MemStall_i;
input       ALUsrc_i;
input       [1:0]       ALUOp_i;
input       [31:0]      instruction_i;
output reg  ALUsrc_o;
output reg  [1:0]       ALUOp_o;
output reg  [31:0]      instruction_o;
input                   MemWrite_i;
input                   MemRead_i;
output reg              MemWrite_o;
output reg              MemRead_o;
input                   MemtoReg_i;
input                   RegWrite_i;
output reg              MemtoReg_o;
output reg              RegWrite_o;
always@(posedge clk_i) 
begin
    if(~MemStall_i)
    begin
        pc_o <= pc_i;
        RS1data_o <= RS1data_i;
        RS2data_o <= RS2data_i;
        RDaddr_o <= RDaddr_i;
        sign_ext_o <= sign_ext_i;
        ALUsrc_o <= ALUsrc_i;
        ALUOp_o <= ALUOp_i;
        instruction_o <= instruction_i;
        MemWrite_o <= MemWrite_i;
        MemRead_o <= MemRead_i;
        MemtoReg_o <= MemtoReg_i;
        RegWrite_o <= RegWrite_i;
    end
end
endmodule
</file>
==> impl_metrics.csv <==
group,metric,value,unit
floorplan,initCoreUtil,12.0,%
global_routing,grt_usage,6.53,%
final_timing,setup_viol,178,
floorplan,core_area,43200,um^2
drt,dr.first_iter.drc_count,83,
finish,final_core_util,21.4,%
yosys,yosysWarnings,1,
worst_setup_path,worstPathRequired,0.80,ns
worst_setup_path,setup.worst_path.class,"reg -> out",
drt,drc,0,
pwr,power.total,0.0165,W
global_routing,grt_pass1_vias,3346,
yosys,synthMuxAreaShare,0,%
clock_network,clockBufferDepth,2,
outcome,violations,"negative setup slack",
final_timing,slew_violations,0,
finish,lay_top_count,"clkdlybuf4s50_1",
yosys,ys_sh_adder,0,%
worst_setup_path,max_stage_delay,0.41,ns
yosys,ys_area,5170,um^2
drt,vias,3059,
finish,num-multi-input-gates,0,
global_routing,grt_max_degree,23,
finish,logic_area,0,um^2
final_timing,finalClockPeriodUsage,121,%
finish,seq_area,5160,um^2
yosys,yosysCellCount,173,
finish,areaGrowthSynthToFinish,79.1,%
global_routing,grt_first_pass_wirelength,24200,um
yosys,ys_ff,172,
worst_setup_path,crit_fanout,1,
worst_setup_path,path_buffers,1,
worst_setup_path,cp-start-kind,"register",
floorplan,die_h,229,um
yosys,synth_area,5170,um^2
pwr,power.static_leakage,3.41,nW
final_timing,setup_tns,-24.48,ns
clock_network,cts_made_buffers,17,
clock_network,postCtsHoldBufs,0,
worst_setup_path,crit_path_start,"instruction_o[6]$_DFFE_PN_",
final_timing,tightest_slew,0.247,ns
yosys,synth_area_leader_cell,"edfxtp_1",
global_routing,antenna_found_initial,1,
hold_path,min_path_cells,1,
worst_setup_path,cp_slowest_cell,"edfxtp_1",
placed_design,port_buffers,345,
drt,ant_nets,0,
worst_setup_path,cp_top_family,"flip-flops",
floorplan,top_level_ports,346,
placed_design,place.gp.congestion,0.781,
final_timing,grt_setup_unrepaired,"yes",
outcome,status,"complete, but fails checks",
finish,final_area,9260,um^2
final_timing,whs,0.280,ns
placed_design,place_hpwl,14100,um
yosys,top_area_share,99.9,%
run,warnings,28,
global_routing,grt_overflow,0,
clock_network,path_clk_slew,0.08,ns
yosys,yosysSeqAreaShare,99.9,%
run,cap_viol_max_count,0,
placed_design,dpl-instance-area,9550,um^2
worst_setup_path,cp-end-kind,"output port",
yosys,synth_cell_types,2,
pwr,power_density,1780,nW/um^2
drt,via_per_inst,2.66,
clock_network,cts-root-buf,"clkbuf_16",
final_timing,fmax,824,MHz
yosys,avgSynthCellArea,29.9,um^2
worst_setup_path,crit_arrival,1.01,ns
final_timing,relSlewSlack,83.5,%
yosys,ys_sh_aoi,0,%
floorplan,die_area,52400,um^2
worst_setup_path,cp_cell_sequence,"buf_2",
finish,drive_above_1_share,38.8,%
clock_network,clock-sinks,172,
drt,detail_route.wl_per_cell,15.1,um
hold_path,hold_path.class,"in -> reg",
yosys,simple_gate_share,0,%
clock_network,cts_tree,"yes",
finish,num-fill-cells,4600,
floorplan,std_cell_rows,76,
yosys,logic_family,"buffers and inverters",
finish,lay_top_cells,"173 x clkdlybuf4s50_1, 172 x edfxtp_1, 172 x buf_2",
worst_setup_path,worst-path-stages,1,
hold_path,min_from,"sign_ext_i[14]",
clock_network,htree_num_levels,4,
drt,firstDrtPassIters,4,
pwr,ir_drop,0.00111,V
yosys,synthTopCellsByArea,"edfxtp_1 100%, inv_1 0.073%",
final_timing,hold_viol_final,0,
final_timing,fin_crit,1.21,ns
floorplan,fp.dieW,229,um
yosys,netlist_instances,173,
drt,routed_wl,17300,um
final_timing,fin_ws,-0.214,ns
yosys,xor_area_share,0,%
-- repair_timing --
action	CTS	global route
endpoints found under the setup margin	172	172
setup buffers	0	0
resized	571	0
-- power by group --
group	internal, W	total, W	switching [W]
clock network	0.00345	0.00639	0.00294
registers	0.00856	0.00867	0.000116
logic	0.000992	0.00140	0.000410
total	0.0130	0.0165	0.00347
-- area by class of cell --
class | count | area share (%)
Inverter | 1 | 0.0811
Tap cell | 585 | 7.91
Antenna cell | 1 | 0.0270
Clock buffer | 17 | 4.60
Clock inverter | 14 | 1.46
Sequential cell | 172 | 55.8
Timing Repair Buffer | 361 | 30.1
-- sequential cells by signal (all words and copies together), names as in the netlist --
| name | cells |
|---|---|
| RS1data_o | 32 |
| RS2data_o | 32 |
| instruction_o | 32 |
| pc_o | 32 |
| sign_ext_o | 32 |
| RDaddr_o | 5 |
| ALUOp_o | 2 |
| ALUsrc_o | 1 |
| MemRead_o | 1 |
| MemWrite_o | 1 |
| MemtoReg_o | 1 |
| RegWrite_o | 1 |
-- cell usage after synthesis --
library cell / count
inv_1: 1
edfxtp_1: 172
-- layer usage --
layer	up-vias	wire length (um)	track usage (%)
met4	0	360	1.34
met3	16	1740	3.76
met1	1428	6240	7.12
met2	146	9000	10.9
met5	-	0	0
li1	1469	-	-
-- stage by stage --
stage,cells,setup WS [ns]
4_1_cts,1150,-0.282
3_5_place_dp,1119,-0.477
2_1_floorplan,173,-2.09
6_report,1151,-0.214
3_3_place_gp,1119,-0.493
5_1_grt,1151,-0.279
-- worst paths after layout --
check                        to  slack, ns
min    sign_ext_o[14]$_DFFE_PN_       0.28
max            instruction_o[6]      -0.21
-- kinds of logic (layout without fill, tap and decap cells) --
logic type	count (synthesis)	count (layout)
buf+inv	1	393
flops	172	172
other cells	0	1
No activity file was given, so power comes from the tool's default toggle rates.
